<file path="/design/flow/design.v">
module trencadis_pulse_generator #(
    parameter SIZE = 8
) (
    input  logic            clk_i,
    input  logic            rst_ni,
    input  logic [SIZE-1:0] max_count_i,
    output logic            pulse_o
);
    logic [SIZE-1:0] counter_q;
    always_ff @(posedge clk_i or negedge rst_ni) begin
        if (!rst_ni) begin
            counter_q <= '0;
            pulse_o   <= 1'b0;
        end else begin
            pulse_o <= 1'b0;
            if (counter_q == max_count_i) begin
                counter_q <= '0;
                if (|max_count_i) begin
                    pulse_o <= 1'b1;
                end
            end else begin
                counter_q <= counter_q + 1;
            end
        end
    end
endmodule
</file>
<file path="/design/flow/run.sh">
#!/bin/bash
# OpenROAD 26Q1-2900-gdf79404cd8, Yosys 0.63+post, stock flow scripts
make -C /OpenROAD-flow-scripts/flow DESIGN_CONFIG=/design/flow/config.mk WORK_HOME=/design/flow/orfs finish
</file>
<file path="/design/flow/config.mk">
export PLATFORM = sky130hd
export DESIGN_NAME = trencadis_pulse_generator
export DESIGN_NICKNAME = trencadis_pulse_generator
export VERILOG_FILES = /design/flow/design.v
export SDC_FILE = /design/flow/constraint.sdc
export NUM_CORES = 4
export LEC_CHECK = 1
export CORE_AREA = 10 10 77 77
export DIE_AREA = 0 0 87 87
</file>
<file path="/design/flow/constraint.sdc">
current_design trencadis_pulse_generator

set clk_period 2.6
set clk_io_pct 0.2

create_clock -name clk0 -period $clk_period [get_ports {clk_i}]

set non_clock_inputs [all_inputs -no_clocks]
set_input_delay [expr $clk_period * $clk_io_pct] -clock clk0 $non_clock_inputs
set_output_delay [expr $clk_period * $clk_io_pct] -clock clk0 [all_outputs]
</file>
==> out/metrics.csv <==
metric,value,unit
crit_path_max_fanout,9,
first_pass_iters,2,
power,0.682,mW
setup_viol,0,
ios,11,
drive_gt1_share,11.1,%
path_clk_slew,0.04,ns
crit_required,2.70,ns
ys_seq_share,45.1,%
fin_crit,1.59,ns
synthTopCellsByArea,"dfrtp_1 (45%), xor2_1 (18%), nor4_2 (5.0%)",
cp-end-kind,flip-flop,
p_per_area,948,nW/um^2
max_freq,630,MHz
tightest_slew,0.393,ns
port_buffers,10,
regToRegStartpoint,counter_q[5]$_DFF_PN0_,
grt_usage,2.82,%
timing.max_cap.violations,0,
clock_skew,0.00175,ns
totalWireLength,1070,um
overflow,0,
p_leak,0.282,nW
grt_max_degree,10,
status,"complete, no violations",
cts_root_buffer,clkbuf_8,
hold_path_class,reg -> reg,
die_area,7570,um^2
r2r_cells,4,
startpoint_type,primary input,
insertedDiodeCount,0,
yosys_cells,48,
htreeDepth,1,
critPathLaunch,max_count_i[5],
fin_setup_tns,0,ns
first_global_vias,377,
core_region_area,4350,um^2
ir_worst_vdd,0.270,mV
layout.area.comb,269,um^2
rsz0062_at_grt,false,
netlist.area_leader.share,45.1,%
synth_cell_types,16,
syn_area,499,um^2
gp_congestion,0.847,
detail-route-antenna-nets,0,
postSynthCellCount,48,
clk_latency,0.23,ns
fill_cells,464,
dpl_worst_slack,0.780,ns
hold_violations,0,
area.sequential,225,um^2
tool_warnings,25,
synth_area_per_cell,10.4,um^2
cts_tree,yes,
crit_type,in -> reg,
r2r-end,counter_q[1]$_DFF_PN0_,
die_y,87,um
cts_resized,0,
ys_seq_elements,9,
synth_area_leader_cell,dfrtp_1,
layout.cells.most_common_list,"xor2_1 (10), clkdlybuf4s50_1 (10), dfrtp_1 (9)",
ys_area,499,um^2
post_drt_wl_per_cell,9.29,um
max_slew_margin,73.7,%
drt_iter0_drc,8,
synth_warnings,1,
antenna_found_initial,0,
avgViaCountPerCell,3.42,
slew_violations,0,
rrSetupSlack,1.30,ns
cts_buffer_depth,2,
cp.arrival,1.69,ns
fp-utilization,11.5,%
ctsHoldBuffers,0,
cts_setup_buffers,0,
fin_ws,1.01,ns
die_w,87,um
remaining_drc_errors,0,
whs,0.505,ns
cts.sinks,9,
vias,393,
endpoint,counter_q[1]$_DFF_PN0_,
syn_to_final_growth,44.1,%
grt_pass1_wl,1660,um
rows,24,
cts_made_buffers,3,
fin_crit_sh,61.1,%
## sequential cells by signal, summed over array words and instances (netlist names)
register / cells
counter_q: 8
pulse_o: 1
## power breakdown
part,internal (mW),switching [mW]
Combinational,0.123,0.124
Sequential,0.201,0.0789
Clock,0.106,0.0498
Total,0.430,0.252
## critical path: stages
cell and delay [ns]:
clkdlybuf4s50_1 0.44, xor2_1 0.16, nor4_2 0.26, buf_4 0.20, a21boi_0 0.10
## layout make-up
cell class,instances,share of cell area (%)
timing repair buffer,12,16.0
clock buffer,4,6.26
multi-input combinational,38,37.4
tap,52,9.04
sequential,9,31.3
## synth_stat cells (all sizes together)
master and number:
o21ai 3, dfrtp 9, nand3 3, a22oi 3, a21oi 4, or3 3, a21boi 1, ha 1
xnor2 1, xor2 10, and3 1, nand4 1, nor4 4, nand2 3, clkbuf 1
## layer usage
| metal | vias up | global-route usage [%] | wire length, um |
|---|---|---|---|
| met5 | - | 0 | 0 |
| met1 | 178 | 3.36 | 487 |
| met2 | 10 | 4.06 | 445 |
| met3 | 0 | 2.36 | 135 |
| li1 | 205 | - | - |
| met4 | 0 | 0 | 0 |
## cells by family after synthesis
family,count (synthesis),synth area share (%)
fa+ha+maj,1,2.51
xor+xnor,11,19.3
buf+inv,1,1.00
simple gates,15,19.0
flops,9,45.1
compound gates,11,13.0
## how the worst min path moves through the flow
stage                          start                      to  slack [ns]  cells after the start
CTS           counter_q[0]$_DFF_PN0_  counter_q[0]$_DFF_PN0_        0.51                      1
global route  counter_q[0]$_DFF_PN0_  counter_q[0]$_DFF_PN0_        0.54                      1
finish        counter_q[0]$_DFF_PN0_  counter_q[0]$_DFF_PN0_        0.51                      1
## through the flow
step	instances	area [um^2]	util, %
after floorplan	48	499	-
after global placement	111	674	15.5
after detailed placement	111	674	15.5
after CTS	115	719	16.5
after global routing	115	719	16.5
final	115	719	16.5
No activity file was given, so power comes from the tool's default toggle rates.
