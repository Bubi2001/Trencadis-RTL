## /design/flow/config.mk

```make
export PLATFORM = sky130hd
export DESIGN_NAME = trencadis_register_file
export DESIGN_NICKNAME = trencadis_register_file
export VERILOG_FILES = /design/flow/design.v
export SDC_FILE = /design/flow/constraint.sdc
export NUM_CORES = 4
export LEC_CHECK = 1
export CORE_UTILIZATION = 50
```

## /design/flow/constraint.sdc

```tcl
current_design trencadis_register_file

set clk_period 10.8
set clk_io_pct 0.2

create_clock -name clk0 -period $clk_period [get_ports {clk_i}]

set non_clock_inputs [all_inputs -no_clocks]
set_input_delay [expr $clk_period * $clk_io_pct] -clock clk0 $non_clock_inputs
set_output_delay [expr $clk_period * $clk_io_pct] -clock clk0 [all_outputs]
```

## /design/flow/design.v

```verilog
module trencadis_register_file #(
    parameter int NUM_READ_PORTS     = 2,     
    parameter int REG_COUNT          = 32,    
    parameter int DEPTH              = 32,    
    parameter bit ZERO_REG_IS_ZERO   = 1,     
    localparam int ADDR_WIDTH = $clog2(REG_COUNT)
) (
    input  logic                            clk_i,
    input  logic                            rst_ni,   
    input  logic [ADDR_WIDTH-1:0]           waddr_i,   
    input  logic [DEPTH-1:0]                wdata_i,   
    input  logic                            wen_i,     
    input  logic [NUM_READ_PORTS-1:0][ADDR_WIDTH-1:0] raddr_i,   
    output logic [NUM_READ_PORTS-1:0][DEPTH-1:0]     rdata_o    
);
    logic [DEPTH-1:0] regs [REG_COUNT];
    always_ff @(posedge clk_i or negedge rst_ni) begin
        if (!rst_ni) begin
            for (int i = 0; i < REG_COUNT; i++) begin
                regs[i] <= '0;
            end
        end else if (wen_i) begin
            if (!ZERO_REG_IS_ZERO || (waddr_i != '0)) begin
                regs[waddr_i] <= wdata_i;
            end
        end
    end
    genvar i;  
    generate
        if (ZERO_REG_IS_ZERO) begin : zero_reg_active_logic
            for (i = 0; i < NUM_READ_PORTS; i = i + 1) begin : read_ports_gen_zero
                assign rdata_o[i] = (raddr_i[i] == '0) ? '0 : regs[raddr_i[i]];
            end
        end else begin : zero_reg_inactive_logic
            for (i = 0; i < NUM_READ_PORTS; i = i + 1) begin : read_ports_gen_std
                assign rdata_o[i] = regs[raddr_i[i]];
            end
        end
    endgenerate
endmodule
```

## /design/flow/run.sh

```bash
#!/bin/bash
# OpenROAD 26Q1-2900-gdf79404cd8, Yosys 0.63+post, stock flow scripts
make -C /OpenROAD-flow-scripts/flow DESIGN_CONFIG=/design/flow/config.mk WORK_HOME=/design/flow/orfs finish
```

==> results.toml <==
# implementation run metrics
[place]
dp_cells = 6151
dp_hpwl_um = 149000
gp_congestion = 1.03
port-buffer-count = 113

[synth]
synth.most_common_cell = "nand3_1"
synth_flops = 992
top_cell_area_share = 0.468
edf_count = 0
syn-cell-area_um2 = 53000
async_flop_share = 1.00
top_cells_by_area = "dfrtp_1 47%, mux2_2 21%, nand3_1 11%, nand4_1 3.4%, a22oi_1 2.2%"
ys_top_cells_by_count = "1,135 x nand3_1, 997 x mux2_2, 992 x dfrtp_1, 290 x nand4_1, 263 x clkbuf_1"
yosysTopAreaCell = "dfrtp_1"
ys_cells = 4995
synth_cells = 4995
yosys.stat.seqShare = 0.468
yosys_warnings = 2
yosysUniqueCellTypes = 73
ys.flop_type = "dfrtp_1"
ys_chip_area_um2 = 53000
syn_avg_cell_area_um2 = 10.6

[setup_path]
cp_max_fo = 31
cp.depth = 9
reg2reg_depth = 1
cp_top_family = "simple AND/OR/NAND/NOR gates"
end_kind = "output pin"
critPathKind = "input port to output pin"
critPathBufInv = 4
worstPathArrival_ps = 6650
critPathRequiredTime_ps = 8640
r2r_start = "regs[10][17]"
path_common_cell = "buf_4"
crit_start = "raddr_i[0]"
critPathMaxStageDelay_ps = 990
cp-start-kind = "input port"
crit_chain = "buf_4, buf_4, and3_2, and2_2, buf_4, a22oi_1, and4_1, a31oi_1, clkdlybuf4s50_1"
slowest_stage = "and2_2"

[cts]
cts_buffers = 112
cts_max_level = 3
post_cts_buffers = 0
ctsResizeCount = 0
cts.path.max_buffers = 3
root_buffer = "clkbuf_16"
hold_buffers = 0
cts.sinks = 992
clk_pin_slew_ps = 60
clk_latency_ps = 740
cts_tree = "done"

[final_layout]
areaGrowthSynthToFinish_pct = 12.2
largest_reg_flops = 992
drive_above_1_share = 0.302
final_cells = 6379
top_regs = "regs (992)"
largest_register = "regs"

[global_routing]
grt_max_degree = 126
antenna_found_initial = 19
grt_pass1_wl_um = 362000
grt_use_total = 0.505
first_global_vias = 47000
grt-ovfl-total = 0

[timing]
finalHoldViolCount = 0
max_slew_margin = 0.237
fin_crit_sh = 0.816
rsz0062_at_grt = "false"
finalSetupTns_ps = 0
slew_violations = 0
tightest_slew_ps = 1140
fmax_mhz = 114
finalSetupViolations = 0
finClkSkew_ps = 0
fin_crit_ps = 8810

[drt]
drc_errors = 0
drtPass1Iterations = 9
ant_nets = 0
wirelength_um = 260000
dr_total_vias = 48500
viasPerCell = 7.60
wl_per_cell_um = 40.7
drt-initial-drc-count = 6903

[power]
power_density_nw_per_um2 = 182
ir_drop_v = 0.000189
p_leak_nw = 25.5

[die]
rows = 119
dieHeight_um = 328
die_area_um2 = 107000
initial_utilization = 0.504
boundaryPins = 114
die_w_um = 328
core_um2 = 105000

[run]
openroad.warnings = 60
cap_viol_max_count = 0

[hold_path]
min_path_type = "flop to flop"
holdCritStartpoint = "regs[19][18]"
hold-path-cell-count = 1

[status]
status = "finished clean"
## cells in the final DEF, fill, tap and decap left out, types with 22 or more instances in the layout
master           netlist  final
a221o_1               29     29
a2111oi_0             33     33
a21oi_1              107    107
and3_1               132    130
nand3_1             1135   1133
dfrtp_1              992    992
buf_4                 10    215
and4_1                27     27
nand4_1              290    290
clkdlybuf4s50_1        0    105
nor4_1                76     75
mux2_2               997    997
clkinv_2               0     22
clkbuf_8               0     31
a22o_1                39     39
clkbuf_16              0    113
a31oi_1               53     53
clkbuf_1             263     22
a22oi_1              156    156
nand2_1               57     43
## per-stage QoR
| stage | total power, W | setup WS, ps | area [um^2] | hold slack, ps | util |
|---|---|---|---|---|---|
| 3_5_place_dp | 0.00672 | 2330 | 55500 | 491 | 0.528 |
| 5_1_grt | 0.0112 | 2170 | 59500 | 540 | 0.565 |
| 4_1_cts | 0.0108 | 2310 | 59500 | 522 | 0.565 |
| 3_3_place_gp | 0.00669 | 2340 | 55500 | 485 | 0.528 |
| 6_report | 0.0109 | 1990 | 59500 | 529 | 0.565 |
| 2_1_floorplan | 0.00589 | 5090 | 53000 | 473 | - |
## per-layer routing
metal | share of wire | GRT usage | vias up
met5 | 0.0017 | 0.0142 | -
met4 | 0.076 | 0.291 | 34
met3 | 0.18 | 0.320 | 1243
met2 | 0.40 | 0.649 | 4351
met1 | 0.35 | 0.653 | 24100
li1 | - | - | 18800
## final cells by class
class / instances / area (um^2)
inverters: 2 / 7.51
well taps: 1391 / 1740
clock buffers: 166 / 3340
fillers: 9008 / 45700
multi-input cells: 3429 / 26000
clock inverters: 43 / 598
repair buffers: 337 / 2930
diodes: 19 / 47.5
flip-flops and latches: 992 / 24800
## cells by family after synthesis
| logic type | share of synthesized area |
|---|---|
| compound gates | 0.0712 |
| simple gates | 0.198 |
| mux | 0.215 |
| flops | 0.468 |
| buf+inv | 0.0477 |
## power by group
group | total [W] | internal (W) | switching [W]
Clock | 0.00410 | 0.00244 | 0.00166
Sequential | 0.00511 | 0.00444 | 0.000676
Combinational | 0.00164 | 0.000804 | 0.000835
Total | 0.0109 | 0.00769 | 0.00317
## worst paths after layout
kind | to | slack, ps
min in group asynchronous | regs[16][21] | 1420
min reg2reg | regs[19][18] | 530
max | rdata_o[17] | 1990
max in group asynchronous | regs[21][19] | 6770
min | regs[19][18] | 530
max reg2reg | regs[10][17] | 9900
Power figures rest on the tool's default switching activity, not on a simulated workload.
